## flow/design.v

```verilog
module shift (src1, src2, control, out);
  parameter SRC_WIDTH = 32;                                   
  parameter SHAMT_WIDTH = $clog2(SRC_WIDTH);                  
  parameter CONTROL_WIDTH = 11;                               
  parameter OUT_WIDTH = 32;                                   
  input [SRC_WIDTH - 1 : 0] src1;                             
  input [SHAMT_WIDTH - 1 : 0] src2;                           
  input [CONTROL_WIDTH - 1 : 0] control;                      
  output [OUT_WIDTH - 1 : 0] out;                             
  reg [OUT_WIDTH - 1 : 0] out;
  wire [SRC_WIDTH - 1 : 0] shl;
  wire [SRC_WIDTH - 1 : 0] shr;
  assign shl = src1 << src2;
  assign shr = src1 >> src2;
  always @ (control[4] or shl or shr) begin
    case(control[4])
      0: out <= shl;
      1: out <= shr;
    endcase
  end
endmodule
```

## flow/run.sh

```bash
#!/bin/bash
# OpenROAD 26Q1-2900-gdf79404cd8, Yosys 0.63+post, stock flow scripts
make -C /OpenROAD-flow-scripts/flow DESIGN_CONFIG=/design/flow/config.mk WORK_HOME=/design/flow/orfs finish
```

## flow/config.mk

```make
export PLATFORM = sky130hd
export DESIGN_NAME = shift
export DESIGN_NICKNAME = shift
export VERILOG_FILES = /design/flow/design.v
export SDC_FILE = /design/flow/constraint.sdc
export NUM_CORES = 4
export LEC_CHECK = 1
export CORE_UTILIZATION = 40
```

## flow/constraint.sdc

```tcl
current_design shift

set clk_period 4.6
set clk_io_pct 0.2

create_clock -name clk0 -period $clk_period

set non_clock_inputs [all_inputs -no_clocks]
set_input_delay [expr $clk_period * $clk_io_pct] -clock clk0 $non_clock_inputs
set_output_delay [expr $clk_period * $clk_io_pct] -clock clk0 [all_outputs]
```

==> Changelog: implementation <==
### Changed

* Outcome: complete, no violations
* Worst EP arrival at 3480 ps
* Yosys cell count at 497
* Initial DRC count at 690
* OpenROAD warning count at 42
* Resized cells post-CTS at 0
* Net Sw Frac at 54.86%
* DR pass1 iterations at 6
* Placed wire-length estimate at 14770 um
* Post-Route WL at 18780 um
* Startpoint type of the worst setup path: input port
* Crit path required time at 3680 ps
* Critical path peak fanout at 24
* Routed Antenna Nets at 0
* Final-layout clock buffer total at 0
* Peak supply drop at 0.08549 mV
* Die H at 99.34 um
* Fin. Hold Viols at 0
* Hold buffer count at cts at 0
* Most frequent cell after synthesis: nor2_1
* FP Util at 41.21%
* All-layer global routing usage at 38.90%
* Pwr Total at 0.6063 mW
* Die ar. at 9868 um^2
* Synth Warn # at 1
* Core Region at 9196 um^2
* Wire per inst at 28.07 um
* Syn Inst Count at 497
* Via count at 4756
* Vias per cell at 7.109
* MaxCap Viol Count at 0
* Share of layout cells above drive strength 1 at 20.07%
* Comb pwr share at 100.0%
* Hold Path Depth at 4
* Post-layout instance area at 4696 um^2
* Global-route wire length before repair at 27900 um
* Initial antenna violation count at 0
* HP Class: in2out
* Setup TNS at 0 ps
* RSZ-0062 raised after global routing: false
* Flops at 0
* # setup viols final at 0
* Synth Cell Area at 3790 um^2
* FF/Latch Area at 0 um^2
* Fmax at 227.4 MHz
* Final core occ at 51.06%
* Crit path capture type: output pin
* Slew Limit Fails at 0
* Synth top cells by count: 56 x nor2_1, 53 x mux2i_1, 46 x nand2_1
* Largest net degree at the start of global routing at 46
* I/O Buffers at 70
* P_int at 0.2736 mW
* Post-synthesis sequential area ratio at 0%
* Area grow syn2layout at 23.90%
* Lkg Pwr at 1.740 nW
* Share of power burned in registers at 0%
* Post-synth top area cell: mux4_2
* Cell area power density at 129.1 nW/um^2
* Final Critical Period at 4397 ps
* Clk network pwr share at 0%
* Row cnt at 35
* Post-DP Area at 4696 um^2
* Slew margin rel. at 47.68%
* Residual DRC at 0
* Distinct lib cells at 64
* Synth Area per Inst at 7.626 um^2
* Die X at 99.34 um
* Vias in the first global route at 4358
* Setup CP Type: in2out
* Yosys chip area at 3790 um^2
* P_sw at 0.3326 mW
* Worst slew pin tran at 780.1 ps
* Diodes inserted at 0
* Ports at 80
* Overflow after GRT at 0
* Final period utilization at 95.59%
* Area share, top type at 14.86%
* RD Place Congestion at 1.046
* Top cells, area: mux4_2 15%, mux2i_1 14%, mux2_2 9.5%
* Setup bufs post-CTS at 0
power groups by stage:
stage	combinational, mW	clock [mW]	sequential (mW)
4_1_cts	0.589	0	0
5_1_grt	0.636	0	0
6_report	0.606	0	0
critical path, cell delays in order:
cell and delay [ps]:
buf_4 320, buf_4 290, mux2i_1 130, a22o_1 250, a211oi_1 660, o21ai_0 190
o211ai_1 220, clkdlybuf4s50_1 500
cells by family (layout without fill, tap and decap cells):
logic type      count (synthesis)  in the layout  synth area share (%)
mux                           116            116                 40.34
compound gates                165            165                 32.32
buf+inv                        56            117                 8.088
simple gates                  160            160                 19.25
path summary, 6_finish.rpt:
check	startpoint	to	slack, ps
worst max-delay path	src2[1]	out[1]	200
worst min-delay path	src2[2]	out[17]	2680
per-stage QoR:
stage,cells,hold slack [ps],worst slack (ps)
global placement,669,2658,292.8
detailed placement,669,2663,296.5
CTS,669,2664,292.7
finish,669,2679,203.0
floorplan,497,1950,1342
global route,669,2713,181.8
cells in the final DEF (no fill, tap or decap), drive strengths merged, types with 17 or more instances in the layout:
cell	Yosys	final
mux4	25	25
clkdlybuf4s50	0	66
buf	29	47
mux2i	53	53
nor2	57	57
mux2	38	38
o211ai	23	23
a21oi	19	19
o22ai	23	23
nand2	46	46
nand3	17	17
final cells by class:
cell class,count,area [um^2]
Tap cell,111,138.9
Multi-Input combinational cell,441,3483
Timing Repair Buffer,113,1059
Inverter,4,15.01
Fill cell,909,4501
per-layer routing:
layer,wire (um),share of wire (%),track usage (%)
met5,0,0,0
met4,755,4.0,11.20
met3,2133,11,9.078
met2,8034,43,57.05
met1,7858,42,57.77
Power is estimated from default activity; no workload was simulated.

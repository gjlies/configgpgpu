## design.v

```verilog
module adder (src1, src2, cin, out);
  parameter SRC_WIDTH = 32;                                  
  parameter OUT_WIDTH = 32;                                  
  input [SRC_WIDTH - 1 : 0] src1;                            
  input [SRC_WIDTH - 1 : 0] src2;                     
  input cin;                                                 
  output [OUT_WIDTH - 1 : 0] out;                            
  assign out = src1 + src2 + cin;
endmodule
```

## run.sh

```bash
#!/bin/bash
# OpenROAD 26Q1-2900-gdf79404cd8, Yosys 0.63+post, stock flow scripts
make -C /OpenROAD-flow-scripts/flow DESIGN_CONFIG=/design/flow/config.mk WORK_HOME=/design/flow/orfs finish
```

## config.mk

```make
export PLATFORM = sky130hd
export DESIGN_NAME = adder
export DESIGN_NICKNAME = adder
export VERILOG_FILES = /design/flow/design.v
export SDC_FILE = /design/flow/constraint.sdc
export NUM_CORES = 4
export LEC_CHECK = 1
export CORE_AREA = 10 10 97 97
export DIE_AREA = 0 0 107 107
```

## constraint.sdc

```tcl
current_design adder

set clk_period 14.6
set clk_io_pct 0.2

create_clock -name clk0 -period $clk_period

set non_clock_inputs [all_inputs -no_clocks]
set_input_delay [expr $clk_period * $clk_io_pct] -clock clk0 $non_clock_inputs
set_output_delay [expr $clk_period * $clk_io_pct] -clock clk0 [all_outputs]
```

==> notes.md <==
flow finished, numbers: run status=finished, final reports clean, Min Hold Slack=between 6000 and 7000 ps, hold violation total from the final report=0, width of the die=between 100 and 150 microns, combined global-route utilization of all metal layers=11.8%, Power Dens Cells=47.6 nW/um^2, Total Wirelength=between 6000 and 7000 microns, Post-CTS Setup Inserts=0, Critical Path End Type=primary output, CTS Hold Buffers Added=0, setup repair after global routing missed its margin=false, worst vdd rail ir drop=0.0179 mV, DP HPWL=6090 microns, total core area=7290 sq um, total count of max-transition violations in the final report=0, Gate Count Post-Synth=280, height of the chip=107 microns, static power due to leakage=1.19 nW, number of logged tool warnings=32, wire length per cell after detailed routing=14.8 microns, number of DRC violations after detailed-routing iteration 0=~70, worst max-slew margin expressed relative to the limit=62.0%, fraction of the core area occupied by cells at floorplan=between 20% and 30%, clock buffers=0, overall power consumption=around 0.14 mW, number of diodes added for antenna fixing=0, total congestion overflow=0, Critical Path RT=11680 ps, # Max-Cap Violations=0, distinct cell type count after synthesis=roughly 53, Worst-Margin Slew=570 ps, area after detailed placement=~3000 sq um, CP max FO=4, number of I/O pins=97, flip-flops=0, total of warnings raised by yosys=0, time the final worst path needs with I/O delays and setup=9310 ps, fin area=~3000 sq um, router iterations before antenna repair=4, layout cells sized above 1=4.38%, growth of design area from synthesis to finish=54.5%, quantity of gates resized following cts=0, Sum Neg Setup Slack=0 ps, Synth top area share=19.4%, class of the tightest hold or removal check=input pin to primary output, std cell rows=31, GPL Wtd Cong=0.891, count of instantiated cells in the yosys netlist=approximately 280, startpoint-to-endpoint class of the critical path=input pin to primary output, global-route wire length before repair=11600 microns, vias in the first global route=2450, highest clock frequency the design can meet=about 110 MHz, yosys stat chip area=1940 sq um, maximum number of pins on one net before global-route repair=15, drt via density=5.12, largest area contributor in the synthesized netlist=sky130_fd_sc_hd__ha_1, Final ANT Viol Nets=0, drc violations=0, FF+latch area=0 sq um, Syn Std Cell Area=1940 sq um, final core utilization=41.1%, Chip Area=~11000 sq um, CP Launch Type=input pin, tally of buffers added on design ports=97, via count=2375, cell types with the largest area share after synthesis=sky130_fd_sc_hd__ha_1, sky130_fd_sc_hd__a21oi_1, sky130_fd_sc_hd__xnor2_1, sky130_fd_sc_hd__nand2_1, sky130_fd_sc_hd__o21ai_0, Setup-failing EPs final=0, Arrival @ worst endpoint=6390 ps, cycle use final=63.8%, number of antenna violations at the first check in global routing=0, sequential-to-total area share from yosys stat=0%, mean cell area of the mapped netlist=between 6 and 7 sq um
-- layout by cell type, fill, tap and decap left out, types with 10 or more instances in the layout --
| cell | n |
|---|---|
| sky130_fd_sc_hd__nand2_1 | 28 |
| sky130_fd_sc_hd__nor2_1 | 25 |
| sky130_fd_sc_hd__ha_1 | 30 |
| sky130_fd_sc_hd__xor2_1 | 10 |
| sky130_fd_sc_hd__a21o_1 | 10 |
| sky130_fd_sc_hd__xnor2_1 | 17 |
| sky130_fd_sc_hd__a21oi_1 | 31 |
| sky130_fd_sc_hd__clkdlybuf4s50_1 | 97 |
| sky130_fd_sc_hd__o21ai_0 | 21 |
| sky130_fd_sc_hd__nand4_1 | 12 |
-- logic make-up (layout without fill, tap and decap cells) --
| family | count (synthesis) | count (layout) | share of synthesized area (%) |
|---|---|---|---|
| AND/OR/NAND/NOR | 91 | 91 | 23.2 |
| multiplexers | 4 | 4 | 2.13 |
| AND-OR/OR-AND | 106 | 106 | 37.1 |
| adder cells (fa/ha/maj) | 32 | 32 | 21.4 |
| XOR/XNOR | 27 | 27 | 12.2 |
| buffers and inverters | 20 | 105 | 3.94 |
-- worst max-delay path: stages --
cell                              delay, ps
sky130_fd_sc_hd__clkdlybuf4s50_1        430
sky130_fd_sc_hd__fa_1                   470
sky130_fd_sc_hd__fa_1                   410
sky130_fd_sc_hd__a21o_1                 210
sky130_fd_sc_hd__a221oi_1               510
sky130_fd_sc_hd__o21ai_0                300
sky130_fd_sc_hd__a31o_2                 310
sky130_fd_sc_hd__a21oi_1                190
sky130_fd_sc_hd__xnor2_1                140
sky130_fd_sc_hd__clkdlybuf4s50_1        500
-- synth_stat cells, drive strengths merged, types with 2 or more instances --
library cell  instances
ha                   30
nor3                  2
nand4                13
o211ai                4
a21boi                3
or3                   2
inv                   6
o21a                  3
nor4                  2
a21o                 10
or2                   2
clkbuf               13
o21ai                21
a21oi                31
o21bai                2
nand2                28
nand3                 4
nor2                 25
a31o                  3
mux2i                 3
a311oi                2
and3                  3
fa                    2
a211oi                3
a2111oi               5
a31oi                 3
a211o                 4
xnor2                17
and2                  3
nand2b                2
o22ai                 2
xor2                 10
-- through the flow --
step / cells / setup WS (ps)
after floorplan: 280 / 6560
after global placement: 464 / 5340
after detailed placement: 464 / 5290
after CTS: 464 / 5280
after global routing: 464 / 5040
final: 464 / 5290
-- worst paths after layout --
| check | startpoint | end | slack [ps] | cells past startpoint |
|---|---|---|---|---|
| min | src2[29] | out[29] | 6940 | 4 |
| max | src1[0] | out[24] | 5290 | 10 |
-- layout make-up --
cell class | instances | area (sq um)
Fill cell | 776 | 4300
Multi-Input combinational cell | 260 | 1860
Timing Repair Buffer | 99 | 986
Tap cell | 99 | 124
Inverter | 6 | 22.5
-- power by group --
part           internal (mW)  switching [mW]
Clock                      0               0
Combinational         0.0838          0.0589
Sequential                 0               0
-- routing by layer --
layer / vias up / routed length, microns / global-route usage (%) / part of all wire [%]
met5: - / 0 / 0 / 0
met1: 1067 / 3270 / 16.0 / 48
met3: 0 / 386 / 1.88 / 5.6
li1: 1236 / - / - / -
met4: 0 / 0 / 0.0967 / 0
met2: 72 / 3220 / 20.4 / 47
Power and IR drop assume default switching activity.

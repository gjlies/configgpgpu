### run.sh
#!/bin/bash
# OpenROAD 26Q1-2900-gdf79404cd8, Yosys 0.63+post, stock flow scripts
make -C /OpenROAD-flow-scripts/flow DESIGN_CONFIG=/design/flow/config.mk WORK_HOME=/design/flow/orfs finish
### config.mk
export PLATFORM = sky130hd
export DESIGN_NAME = logical
export DESIGN_NICKNAME = logical
export VERILOG_FILES = /design/flow/design.v
export SDC_FILE = /design/flow/constraint.sdc
export NUM_CORES = 4
export LEC_CHECK = 1
export CORE_AREA = 10 10 85 85
export DIE_AREA = 0 0 95 95
### constraint.sdc
current_design logical

set clk_period 1.7
set clk_io_pct 0.2

create_clock -name clk0 -period $clk_period

set non_clock_inputs [all_inputs -no_clocks]
set_input_delay [expr $clk_period * $clk_io_pct] -clock clk0 $non_clock_inputs
set_output_delay [expr $clk_period * $clk_io_pct] -clock clk0 [all_outputs]
### design.v
module logical (src1, src2, control, out);
  parameter SRC_WIDTH = 32;                                   
  parameter OUT_WIDTH = 32;                                   
  parameter CONTROL_WIDTH = 11;                               
  input [SRC_WIDTH - 1 : 0] src1, src2;                       
  input [CONTROL_WIDTH - 1 : 0] control;                      
  output [OUT_WIDTH - 1 : 0] out;                             
  reg [OUT_WIDTH -1 : 0] out;
  wire [OUT_WIDTH - 1 : 0] and_out;
  wire [OUT_WIDTH - 1 : 0] or_out;
  wire [OUT_WIDTH - 1 : 0] xor_out;
  wire [OUT_WIDTH - 1 : 0] not_out;
  assign and_out = src1 & src2;
  assign or_out = src1 | src2;
  assign xor_out = src1 ^ src2;
  assign not_out = ~src2;
  always @ (control[6:5] or and_out or or_out or xor_out or not_out) begin
    case(control[6:5])
    0: out <= not_out;
    1: out <= and_out;
    2: out <= or_out;
    3: out <= xor_out;
    endcase
  end
endmodule
==> changes_impl.md <==
### Physical design

- P&R area growth vs syn: 63.03%
- Avg Cell Area, Syn: 9.985 um^2
- IO Port Bufs: 98
- Combinational share of power: 1.000
- Largest net degree at the start of global routing: 14
- Die Span Y: 95 um
- Cell Area, Synth: 1997 um^2
- Flop pwr share: 0
- Gpl congestion: 0.8182
- CP Data Required Time: 1.36 ns
- Clk pwr share: 0
- Drt pass-1 iters: 3
- FF/Latch Area: 0 um^2
- Hold_ws: 1.116 ns
- Share of layout cells above drive strength 1: 0.7703
- Synth cell types: 7
- Diodes inserted: 0
- Final HPWL DP: 4.489 mm
- Crit-path max FO: 2
- Xor+xnor area frac: 0
- Final period util: 0.9798
- P_int: 415.8 uW
- Number of global-route vias before repair: 1804
- Die Width: 95 um
- Final Max Slew Viols: 0
- Row cnt: 27
- Power per cell area: 203.2 nW/um^2
- CP startpoint: src1[30]
- LEAKAGE: 0.001750 uW
- Total gr overflow: 0
- Cell taking the most area after synthesis: ha_1
- Routed vias/inst: 4.284
- Filler Cell Count: 484
- WL final: 5.218 mm
- Post-Synth AOI/OAI Area: 0
- Post-DRT Antenna Nets: 0
- Hold Crit Start: src2[8]
- CP Capture Type: output port
- Critical path class: primary input to output port
- Io pins: 107
- DIE AREA: 9025 um^2
- Simple Share, Synth: 0
- DRT iter0 DRCs: 16
- Flop count: 0
- WP data arrival: 1.33 ns
- Yosys Instances: 200
- Fin area: 3256 um^2
- Fmax achieved: 0.6003 GHz
- FP Util: 0.3649
- DR vias: 1782
- Global-route wire length before repair: 8.480 mm
- Synthesis Warnings: 1
- Max-slew headroom: 0.9100
- Core Region: 5473 um^2
- Initial antenna violation count: 0
- Total of max-cap violations: 0
- Synth top area share: 0.4010
- Status: finished, final reports clean
- Net Sw Frac: 0.3714
- Final setup vio count: 0
- DRC viols: 0
- Tool warning count: 73
- Clock buffers: 0
- Placed instance area: 3283 um^2
- Register share after synthesis: 0
- Worst-Margin Slew: 0.1349 ns
- Main logic family after synthesis: adder cells
- Final min period: 1.666 ns
- Total Routing Usage GR: 0.1151
- YS chip area: 1997 um^2
- Cells after synthesis: 200
- Cell area leaders: ha_1, mux4_2, inv_1
- Hold Crit Class: primary input to output port
- Adder share: 0.4010
- Psw: 245.6 uW
- Final Hold Vio Count: 0
- Synth mux share: 0.3684
- Startpoint types: primary input
- Setup_tns: 0 ns
- Max IR drop VDD: 91.90 uV
- Wire per inst: 12.54 um
-- kinds of logic after synthesis --
family                     after synthesis
buffers and inverters                  104
adders and majority gates               64
muxes                                   32
-- power by group through the flow --
stage / Clock [uW] / Combinational, uW / Sequential, uW
6_report: 0 / 661 / 0
5_1_grt: 0 / 761 / 0
4_1_cts: 0 / 610 / 0
-- final cells by class --
| cell class | count | area, um^2 | share of cell area |
|---|---|---|---|
| well taps | 72 | 90.09 | 0.02767 |
| repair buffers | 152 | 1026 | 0.3151 |
| inverters | 96 | 360.3 | 0.1107 |
| multi-input cells | 96 | 1779 | 0.5465 |
-- stage by stage --
stage               setup slack, ns  utilization  std cells  power [uW]
global route             -0.0002742       0.5949        416       760.6
CTS                        0.007971       0.5338        414       610.0
floorplan                    0.3063            -        200       275.3
global placement            -0.7174       0.5999        402       718.0
detailed placement          -0.7156       0.5999        402       726.7
finish                      0.03429       0.5949        416       661.4
-- routing by layer --
| metal | up-vias | wire length (um) | GRT usage |
|---|---|---|---|
| li1 | 918 | - | - |
| met1 | 810 | 2285 | 0.1558 |
| met2 | 52 | 2466 | 0.1945 |
| met3 | 2 | 425 | 0.03125 |
| met4 | 0 | 40 | 0 |
| met5 | - | 0 | 0 |
-- worst max-delay path, stage by stage --
cell and delay, ns:
buf_2 0.11, inv_1 0.08, ha_4 0.19, mux4_2 0.46, buf_2 0.13
-- what timing repair did --
| item | CTS | global route |
|---|---|---|
| gates resized | 420 | 37 |
| setup buffers | 12 | 1 |
| endpoints found under the setup margin | 32 | 27 |
| cloned | 0 | 1 |
| pin swaps | 30 | 2 |
| hold buffers | 0 | 0 |
-- final timing paths --
| check | slack, ns | to | cells past startpoint |
|---|---|---|---|
| setup / recovery | 0.03 | out[30] | 5 |
| hold / removal | 1.12 | out[8] | 4 |
-- Yosys cell counts --
library cell,count
inv_1,96
mux4_2,28
mux4_1,4
buf_4,2
buf_12,2
buf_6,4
ha_1,64
-- cells in the final DEF (no fill, tap or decap) --
master and instances:
buf_12 2, buf_2 84, buf_4 50, buf_6 14
clkbuf_16 1, clkbuf_4 1, ha_1 33, ha_2 13
ha_4 18, inv_1 46, inv_2 50, mux4_2 32
Power figures rest on the tool's default switching activity, not on a simulated workload.

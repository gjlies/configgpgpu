### flow/run.sh
#!/bin/bash
# OpenROAD 26Q1-2900-gdf79404cd8, Yosys 0.63+post, stock flow scripts
make -C /OpenROAD-flow-scripts/flow DESIGN_CONFIG=/design/flow/config.mk WORK_HOME=/design/flow/orfs finish
### flow/config.mk
export PLATFORM = sky130hd
export DESIGN_NAME = branch_eval
export DESIGN_NICKNAME = branch_eval
export VERILOG_FILES = /design/flow/design.v
export SDC_FILE = /design/flow/constraint.sdc
export NUM_CORES = 4
export LEC_CHECK = 1
export CORE_AREA = 10 10 70 70
export DIE_AREA = 0 0 80 80
### flow/constraint.sdc
current_design branch_eval

set clk_period 1.5
set clk_io_pct 0.2

create_clock -name clk0 -period $clk_period

set non_clock_inputs [all_inputs -no_clocks]
set_input_delay [expr $clk_period * $clk_io_pct] -clock clk0 $non_clock_inputs
set_output_delay [expr $clk_period * $clk_io_pct] -clock clk0 [all_outputs]
### flow/design.v
module branch_eval (taken, cur_mask, next_mask, stack_mask, diverging);
  parameter SP_PER_MP = 8;                                   
  input [SP_PER_MP - 1 : 0] taken;                           
  input [SP_PER_MP - 1 : 0] cur_mask;                        
  output [SP_PER_MP - 1 : 0] next_mask;                      
  output [SP_PER_MP - 1 : 0] stack_mask;                     
  output [1 : 0] diverging;                                  
  reg all_taken;
  reg none_taken;
  assign next_mask = cur_mask & taken;
  assign stack_mask = cur_mask & ~taken;
  always @ (taken) begin
    if(taken == 0) begin
      none_taken <= 1;
    end
    else begin
      none_taken <= 0;
    end
    if(~taken == 0) begin
      all_taken <= 1;
    end
    else begin
      all_taken <= 0;
    end
  end
  assign diverging = {all_taken, none_taken};
endmodule
==> flow_summary.json <==
{
  "status": "completed",
  "worstSetupEndpointType": "output port",
  "routabilityCongestion": 0.749,
  "fin_ws_ps": 37.3,
  "ys_warn_count": 1,
  "fin_crit_sh": 0.975,
  "crit_start": "taken[2]",
  "ys_seq_frac": 0,
  "comb_power_share": 1.000,
  "cp_max_fo": 2,
  "final.setup.tns_ps": 0,
  "power_w": 0.0000897,
  "num_vias": 267,
  "peakVddDrop_mv": 0.0390,
  "final-hold-violation-count": 0,
  "firstDrtPassIters": 2,
  "synth_stat.cells": 22,
  "drive_gt1_frac": 0.276,
  "cts_hold_buf": 0,
  "nClkBuffers": 0,
  "arrival_ps": 1160,
  "critPathKind": "primary input to output port",
  "die_area_mm2": 0.00640,
  "top_area_frac": 0.310,
  "area_growth_pct": 254,
  "hpwl_um": 897,
  "worstSetupEndpoint": "diverging[0]",
  "yosys-top-cells-area": "and2_1, nor2b_1, buf_4, or4_1, and2b_2",
  "power.switching_w": 0.0000219,
  "cp.required_ps": 1200,
  "drc": 0,
  "power_leakage_nw": 0.248,
  "io_buffer_count": 33,
  "min_path_cells": 4,
  "antenna_found_initial": 0,
  "grt_usage": 0.0252,
  "clkPwrFrac": 0,
  "rsz0062_at_grt": "no",
  "rows": 21,
  "period_minus_slack_ps": 1460,
  "top_cells_by_count": "and2_1, nor2b_1, buf_4, or4_1",
  "top_area_cell": "and2_1",
  "grt_pass1_vias": 249,
  "fmax_mhz": 684,
  "synth_cell_types": 8,
  "avgSynthCellArea_um2": 6.43,
  "cts_setup_buffers": 0,
  "fp.dieH_um": 80,
  "routedWlPerCell_um": 8.99,
  "place_ws_ps": -683,
  "grt_overflow_total": 0,
  "placeableCoreArea_mm2": 0.00342,
  "dieWidth_um": 80,
  "ant_nets": 0,
  "setup_violations": 0,
  "diodes": 0,
  "drtIter0Drc": 3,
  "yosysChipArea_um2": 141,
  "syn_inst": 22,
  "flops": 0,
  "report.final.slew_viol_count": 0,
  "pin_count": 34,
  "via_per_inst": 2.57,
  "cap_viol_max_count": 0,
  "syn_area_um2": 141,
  "totalWireLength_um": 935,
  "grt_max_degree": 4,
  "cp-start-kind": "primary input",
  "pwr-share-seq": 0,
  "p_int_w": 0.0000678,
  "cellPowerDensity_mw_per_mm2": 179,
  "grt_pass1_wl_um": 1330,
  "hp-class": "primary input to output port",
  "fp_util": 0.0414,
  "seq_area_um2": 0,
  "p_sw_frac": 0.244,
  "warnings": 33
}
-- power by group through the flow --
stage	sequential [W]	clock [W]	combinational (W)
final	0	0	0.0000897
after global routing	0	0	0.0000989
after CTS	0	0	0.0000963
-- cells by family (layout without fill, tap and decap cells) --
| family | after synthesis | after routing | synth area share |
|---|---|---|---|
| buf+inv | 2 | 38 | 0.106 |
| other cells | 1 | 1 | 0.0265 |
| simple gates | 19 | 19 | 0.867 |
-- layout make-up --
class | instances | area, um^2
multi-input combinational | 20 | 130
timing repair buffer | 38 | 313
tap | 46 | 57.6
fill | 393 | 2920
-- how the worst min path moves through the flow --
stage / slack (ps) / from / to
after CTS: 960 / taken[3] / diverging[0]
after global routing: 960 / taken[0] / diverging[0]
final: 940 / taken[1] / diverging[0]
-- layout by cell type (no fill, tap or decap) --
cell type	n
dlygate4sd2_1	17
clkdlybuf4s50_1	8
nor2b_1	7
and2_1	7
buf_4	5
clkbuf_2	4
buf_2	3
and2b_2	1
and2_2	1
or4_1	1
or4_4	1
nor2_1	1
conb_1	1
clkdlybuf4s15_2	1
-- repair_timing --
action	4_1_cts	5_1_grt
setup endpoints to repair	17	1
pin swaps	5	2
gates resized	39	5
-- through the flow --
step           instance area, um^2  hold WS [ps]  instances   util
2_1_floorplan                  141           613         22      -
3_3_place_gp                   552          1530        104  0.162
3_5_place_dp                   552          1530        104  0.162
4_1_cts                        527           957        104  0.154
5_1_grt                        500           962        104  0.147
6_report                       500           939        104  0.147
-- worst max-delay path, cell delays in order --
cell and delay, ps:
dlygate4sd2_1 260, or4_4 410, nor2_1 90, buf_2 100
-- layer usage --
layer  GRT usage  up-vias  share of wire
met5           0        -              0
met4           0        0              0
met3      0.0125        0           0.13
met2      0.0385       18           0.45
met1      0.0330      108           0.42
li1            -      141              -
Power and IR drop assume default switching activity.
